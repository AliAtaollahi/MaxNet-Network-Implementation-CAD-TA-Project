**design.v**
```verilog
module Conv_TopLevel_Controller
(input clk, input ready , input conv_done, input max_pool_done, 
output logic rst, output logic cin, output logic out_sel, output logic in_sel);
  logic [3:0] ps, ns;
  parameter [3:0] Idle = 0, start = 1, Kernel_Conv = 2, Max_Pool = 3;
  always @(ps, ready,conv_done,max_pool_done) begin
    ns = Idle;
    case(ps)
    Idle: begin 
        rst = 1 ; ns = ready ? start : Idle; 
    end
    start: begin 
        rst = 0 ; ns = start ? start : Kernel_Conv; 
    end
    Kernel_Conv: begin 
        cin = 1'b1;
        out_sel = 1'b0;
        in_sel = 1'b0;
        ns = conv_done ? Max_Pool : Kernel_Conv; 
    end
    Max_Pool: begin 
        cin = 1'b1;
        out_sel = 1'b1;
        in_sel = 1'b1;
        ns = max_pool_done ? Idle : Max_Pool; 
    end
      default: ns = Idle;
    endcase
  end
  always @(posedge clk)begin
    ps <= ns;
  end
endmodule
```
**run.sh**
```bash
#!/bin/bash
# OpenROAD 26Q1-2900-gdf79404cd8, Yosys 0.63+post, stock flow scripts
make -C /OpenROAD-flow-scripts/flow DESIGN_CONFIG=/design/flow/config.mk WORK_HOME=/design/flow/orfs finish
```
**config.mk**
```make
export PLATFORM = sky130hd
export DESIGN_NAME = Conv_TopLevel_Controller
export DESIGN_NICKNAME = Conv_TopLevel_Controller
export VERILOG_FILES = /design/flow/design.v
export SDC_FILE = /design/flow/constraint.sdc
export NUM_CORES = 4
export LEC_CHECK = 1
export CORE_AREA = 10 10 70 70
export DIE_AREA = 0 0 80 80
```
**constraint.sdc**
```tcl
current_design Conv_TopLevel_Controller

set clk_period 1.2
set clk_io_pct 0.2

create_clock -name clk0 -period $clk_period [get_ports {clk}]

set non_clock_inputs [all_inputs -no_clocks]
set_input_delay [expr $clk_period * $clk_io_pct] -clock clk0 $non_clock_inputs
set_output_delay [expr $clk_period * $clk_io_pct] -clock clk0 [all_outputs]
```
==> results_slide.txt <==
Physical Implementation Snapshot

Pwr
  • LEAKAGE: 0.0896 nW
  • Pwr/cell area: 888 nW/µm²
  • Maximum VDD drop: 0.101 mV
  • Total power: 232 µW

Synthesis
  • Largest cells by area: dfxtp_1 29%, buf_4 11%, dlxtn_1 11%, dlxtp_1 11%, mux2_1 8.3%
  • Cells in synth_stat.txt: 15
  • Area leader share: 29.4%
  • Main synth FF type: dfxtp_1
  • Syn_area_per_cell: 9.09 µm²
  • Post-synthesis register bit count: 4
  • Synthesized cell area: 136 µm²
  • Cell type with the largest total area: dfxtp_1
  • Post-Syn Instances: 15
  • Post-synth EDFFs: 0
  • Share of async-settable or async-resettable flops after synthesis: 0%
  • YS chip area: 136 µm²
  • Cell variety after synth: 12
  • Yosys warns: 1
  • Most frequent cells after synthesis: 2 x buf_4, 2 x dfxtp_1, 2 x inv_1

Clock tree
  • Htree depth: 1
  • CTS tree: yes
  • CTS Root Cell: clkbuf_4
  • Post-CTS setup repair buffer count: 0
  • Clk latency of the worst-skew pair: 0.23 ns
  • Num CTS Buffers: 3
  • Hold_buf cts: 0
  • Clk buf depth: 2
  • Clock Pin Slew Worst Setup and Hold Paths: 0.03 ns
  • Post-CTS Resized: 0

Worst setup path
  • CP endpoint kind: flip-flop
  • Buf/Inv on CP: 1
  • CP delay by family, top: buffers and inverters
  • CP Cell Sequence: clkdlybuf4s50_1, mux2_1, o21a_1
  • Nature of the critical path startpoint: primary input
  • CP max FO: 1
  • CP max stage delay: 0.41 ns
  • Slowest CP cell: clkdlybuf4s50_1
  • Crit Path Class: primary input to flip-flop
  • Crit path required time: 1.32 ns
  • WP data arrival: 1.10 ns

Final timing
  • Final hold violation count: 0
  • Endpoints failing setup: 0
  • Final hold slack: 0.499 ns
  • Endpoints left unconstrained: 5
  • Final slew viol count: 0
  • Worst clock skew: 0.00190 ns
  • Final worst path period need: 0.983 ns
  • Register pins left without a clock: 2
  • Achievable Freq: 1020 MHz
  • RSZ-0062 raised after global routing: no
  • Fin crit share: 81.9%

Run
  • Max_cap viols: 0
  • Total tool warning count: 25

Finish
  • Seq. cell area: 70.1 µm²
  • Fillers: 409
  • Share of layout cells above drive strength 1: 18.2%
  • Final Instance Area: 262 µm²
  • Comb gate area: 43.8 µm²
  • Area grow syn2layout: 91.7%
  • Finished Core Util: 7.66%

Routing
  • Met2 WL: 149 µm
  • Final ANT Viol Nets: 0
  • Avg WL per Cell: 5.29 µm
  • DRT iter0 DRCs: 5
  • Via count: 114
  • First-pass DRT Iterations: 2
  • DRC Markers: 0
  • Metal3 WL: 95 µm
  • Diodes inserted: 0
  • Metal-1 WL: 92 µm
  • Max Used Layer: met4
  • Number of vias per cell: 1.68
  • WL final: 360 µm

Floorplanning
  • Num rows: 21
  • DIE WIDTH: 80 µm
  • Chip area: 6400 µm²
  • CORE AREA: 3420 µm²
  • Fp util: 3.99%
  • Die H: 80 µm
  • I/O pin count: 8

Global route
  • Number of global-route vias before repair: 112
  • Initial antenna violation count: 0
  • Pin count of the biggest net entering global routing: 6
  • Gr usage total: 1.14%
  • First-pass GRT wire length: 496 µm
  • Gr ovfl total: 0

Placement
  • Routability cong.: 0.717
  • Dpl hpwl: 289 µm
  • Post-DP Area: 239 µm²
  • PortBufs: 6

Run status
  • Status: finished, final reports clean

Min path
  • Type of the worst min-delay path: flip-flop to flip-flop
report_power, final:
part	internal [mW]	total [mW]	switching, mW	leakage, nW
sequential	0.0670	0.0670	0.000000000000272	0.0309
clock	0.111	0.153	0.0426	0.0138
combinational	0.00941	0.0118	0.00242	0.0449
total	0.187	0.232	0.0451	0.0896
metrics by stage:
stage          instances  setup TNS (ns)  setup slack, ns
2_1_floorplan         15               0            0.257
3_3_place_gp          65        -0.00227         -0.00227
3_5_place_dp          65         -0.0246          -0.0246
4_1_cts               68               0            0.212
5_1_grt               68               0            0.185
6_report              68               0            0.217
registers in the layout (all words and copies together), names as in the netlist:
register and cells:
in_sel 1, rst 1, ps 2
worst reg2reg max path, cell delays in order (launching register included):
cell and delay [ns]:
dfxtp_1 0.38, mux2_1 0.33, o21a_1 0.16
layout by cell type, fill, tap and decap left out:
cell / Yosys / final
nand3_1: 1 / 1
clkbuf_4: 0 / 3
o21a_1: 1 / 1
dlxtn_1: 1 / 1
clkdlybuf4s50_1: 0 / 6
mux2_1: 1 / 1
conb_1: 1 / 1
dlxtp_1: 1 / 1
and2_2: 1 / 1
dfxtp_1: 2 / 2
inv_1: 2 / 2
a21oi_1: 1 / 1
nand2_1: 1 / 1
final timing paths:
kind	endpoint	cells past startpoint	startpoint	slack (ns)
setup / recovery	ps[0]$_DFF_P_	3	conv_done	0.22
hold / removal	ps[1]$_DFF_P_	1	ps[0]$_DFF_P_	0.50
setup reg to reg	ps[0]$_DFF_P_	2	ps[1]$_DFF_P_	0.22
hold reg to reg	ps[1]$_DFF_P_	1	ps[0]$_DFF_P_	0.50
kinds of logic after synthesis:
family | after synthesis | synth area share [%]
compound gates | 2 | 9.17
buf+inv | 4 | 16.5
flops | 2 | 29.4
latches | 2 | 22.0
mux | 1 | 8.26
other cells | 1 | 2.75
simple gates | 3 | 11.9
routing by layer:
metal  GRT usage [%]  vias to the layer above
li1                -                       57
met3            1.48                        3
met4           0.704                        0
met5               0                        -
met1           0.866                       46
met2            1.52                        8
cell type report:
type                    count  share of cell area (%)
repair buffers              6                    23.0
inverters                   2                    2.87
flip-flops and latches      4                    26.8
well taps                  46                    22.0
multi-input cells           7                    16.7
clock buffers               3                    8.61
Power and IR drop assume default switching activity.
