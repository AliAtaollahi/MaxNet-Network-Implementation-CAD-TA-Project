==> /design/flow/run.sh <==
#!/bin/bash
# OpenROAD 26Q1-2900-gdf79404cd8, Yosys 0.63+post, stock flow scripts
make -C /OpenROAD-flow-scripts/flow DESIGN_CONFIG=/design/flow/config.mk WORK_HOME=/design/flow/orfs finish
==> /design/flow/constraint.sdc <==
current_design mac_manual

set clk_period 14.4
set clk_io_pct 0.2

create_clock -name clk0 -period $clk_period

set non_clock_inputs [all_inputs -no_clocks]
set_input_delay [expr $clk_period * $clk_io_pct] -clock clk0 $non_clock_inputs
set_output_delay [expr $clk_period * $clk_io_pct] -clock clk0 [all_outputs]
==> /design/flow/design.v <==
module mac_manual #(
	parameter N = 16
    )(
    input clk,sclr,ce,
    input [N-1:0] a,
    input [N-1:0] b,
    input [N-1:0] c,
    output reg [N-1:0] p
    );
    assign p = a*b+c;
endmodule
==> /design/flow/config.mk <==
export PLATFORM = sky130hd
export DESIGN_NAME = mac_manual
export DESIGN_NICKNAME = mac_manual
export VERILOG_FILES = /design/flow/design.v
export SDC_FILE = /design/flow/constraint.sdc
export NUM_CORES = 4
export LEC_CHECK = 1
export CORE_UTILIZATION = 30
==> metrics.yaml <==
run_status: "completed"
via_per_inst: 4.24
die_w_um: 124
p_sw_frac: 0.428
crit_path_cell_trace: "clkdlybuf4s50_1 -> and2_1 -> fa_1 -> inv_1 -> fa_1 -> inv_1 -> fa_1 -> inv_1 -> fa_1 -> inv_1 -> fa_1 -> inv_1 -> fa_1 -> inv_1 -> ha_1 -> a21o_1 -> a21oi_1 -> o21ai_1 -> a31oi_1 -> xor2_1 -> clkdlybuf4s50_1"
drive_gt1_frac: 0.0103
seq_power_share: 0
gr-usage-all-layers: 0.141
switchingPower_uw: 508
wl_per_cell_um: 11.7
maxClockFrequency_ghz: 0.0845
critPathLaunchType: "input port"
end_kind: "primary output"
antenna_left: 0
post_cts_buffers: 0
p_clk_frac: 0
worst_path_max_delay_cell: "clkdlybuf4s50_1"
critPathMaxFanout: 15
dp_cells: 764
synthTopCellsByArea: "fa_1 42%, ha_1 15%, inv_1 14%"
setup_tns_ps: 0
drc: 0
yosysChipArea_um2: 4430
syn_to_final_growth_pct: 17.8
worst_slew_pin_slew_ps: 667
first_pass_iters: 4
rsz0062_at_grt: "no"
cts_hold_buf: 0
holdPathStages: 3
ctsResizeCount: 0
ys_seq_share: 0
design_area_um2: 5220
met3_usage: 0.0254
design.seq.count: 0
cp.arrival_ps: 8960
cap_violations: 0
fp.coreArea_um2: 14500
top_area_frac: 0.425
fillCellCount: 1442
relSlewSlack: 0.554
combPwrFrac: 1.000
final-setup-viol-count: 0
required_ps: 11520
gp_congestion: 0.856
drt_iter0_markers: 88
yosys.area.top_type: "fa_1"
finalCriticalPeriod_ps: 11840
fp_util: 0.306
wirelength_um: 8970
period_used_share: 0.822
grt_max_degree: 17
p_int_uw: 678
synth_cells: 532
crit_path_max_incr_delay_ps: 740
dp_hpwl_um: 8010
worst-setup-path-type: "input port to primary output"
grt_pass1_wl_um: 16200
fin_util: 0.360
nClkBuffers: 0
p_leak_nw: 2.67
met2_usage: 0.236
num_rows: 44
diodes: 0
ys_types: 30
first_global_vias: 3451
syn_area_um2: 4430
stdcell_count: 764
warnings: 35
ios: 67
antenna_found_initial: 0
yosys_cells: 532
die_area_um2: 15300
grt-busiest-layer: "met2"
postPlaceCellArea_um2: 5220
p_per_area_nw_per_um2: 227
regArea_um2: 0
grtUsageMet1: 0.209
slew_viol_final: 0
io_buffers: 64
ir_drop_mv: 0.173
syn_area_per_cell_um2: 8.33
die_h_um: 124
yosys_warnings: 1
hold_class: "input port to primary output"
hold_violations: 0
via_count: 3237
grt-ovfl-total: 0
comb_area_um2: 3750
critical path, delay by kind of cell:
family,cells,cell delay (ps)
adder cells (fa/ha/maj),7,3340
buffers and inverters,8,1520
AND-OR/OR-AND,4,690
AND/OR/NAND/NOR,1,350
XOR/XNOR,1,150
logic make-up (layout without fill, tap and decap cells):
| kind of cell | after synthesis | count (layout) | synth area share |
|---|---|---|---|
| buffers and inverters | 176 | 224 | 0.154 |
| AND/OR/NAND/NOR | 148 | 148 | 0.160 |
| adder cells (fa/ha/maj) | 146 | 146 | 0.572 |
| XOR/XNOR | 40 | 40 | 0.0822 |
| AND-OR/OR-AND | 22 | 22 | 0.0319 |
layer usage:
| layer | up-vias | part of all wire |
|---|---|---|
| li1 | 1604 | - |
| met3 | 2 | 0.051 |
| met1 | 1556 | 0.47 |
| met2 | 75 | 0.48 |
| met5 | - | 0 |
| met4 | 0 | 0.0020 |
power groups by stage:
stage | logic [mW] | registers (mW) | clock network (mW)
after CTS | 1.23 | 0 | 0
after global routing | 1.37 | 0 | 0
final | 1.19 | 0 | 0
synth_stat cells (all sizes together):
cell type,instances
fa,94
nor3,1
nand2,86
a21oi,5
inv,160
a31oi,1
o21ai,5
and2,51
nor2,3
o21ba,1
nand2b,1
nand3,1
a21o,3
o21bai,1
buf,4
o22ai,1
xnor2,30
clkbuf,12
o21a,4
ha,52
nand4,1
xor2,9
o31a,1
xnor3,1
nor2b,2
or3,2
final timing paths:
check                 from    end  slack (ps)
worst max-delay path  b[1]  p[15]        2560
worst min-delay path  c[0]   p[0]        6790
cell usage in the layout, fill, tap and decap left out:
master / count
a21o_1: 3
a21oi_1: 5
a31oi_1: 1
and2_1: 48
and2_2: 3
clkdlybuf4s50_1: 64
fa_1: 94
ha_1: 52
inv_1: 160
nand2_1: 84
nand2_2: 2
nand2b_1: 1
nand3_1: 1
nand4_1: 1
nor2_1: 3
nor2b_1: 2
nor3_1: 1
o21a_1: 4
o21ai_0: 4
o21ai_1: 1
o21ba_2: 1
o21bai_1: 1
o22ai_1: 1
o31a_1: 1
or3_1: 2
xnor2_1: 30
xnor3_1: 1
xor2_1: 9
metrics by stage:
step / worst slack [ps] / power (mW) / hold slack (ps)
final: 2560 / 1.19 / 6790
after global routing: 2230 / 1.37 / 6810
after CTS: 2550 / 1.23 / 6800
after detailed placement: 2570 / 1.22 / 6810
after global placement: 2600 / 1.21 / 6800
after floorplan: 4090 / 0.694 / 5840
final cells by class:
| cell class | instances | area share |
|---|---|---|
| inverters | 160 | 0.115 |
| multi-input cells | 356 | 0.718 |
| well taps | 184 | 0.0441 |
| repair buffers | 64 | 0.123 |
No activity file was given, so power comes from the tool's default toggle rates.
