==> flow/design.v <==
module bit_counter (
  input clk,
  input reset,
  input cin,
  output reg [3:0] count,
  output reg co
);
parameter M = 15;
always @(posedge clk) begin
    co = 1'b0;
    if (reset) begin
        count <= 0;
    end else begin
        if (count == M) begin
            count <= 0;
            co = 1'b1;
        end else begin
            count <= count + cin;
        end
    end
end
endmodule
==> flow/run.sh <==
#!/bin/bash
# OpenROAD 26Q1-2900-gdf79404cd8, Yosys 0.63+post, stock flow scripts
make -C /OpenROAD-flow-scripts/flow DESIGN_CONFIG=/design/flow/config.mk WORK_HOME=/design/flow/orfs finish
==> flow/config.mk <==
export PLATFORM = sky130hd
export DESIGN_NAME = bit_counter
export DESIGN_NICKNAME = bit_counter
export VERILOG_FILES = /design/flow/design.v
export SDC_FILE = /design/flow/constraint.sdc
export NUM_CORES = 4
export LEC_CHECK = 1
export CORE_AREA = 10 10 70 70
export DIE_AREA = 0 0 80 80
==> flow/constraint.sdc <==
current_design bit_counter

set clk_period 1.1
set clk_io_pct 0.2

create_clock -name clk0 -period $clk_period [get_ports {clk}]

set non_clock_inputs [all_inputs -no_clocks]
set_input_delay [expr $clk_period * $clk_io_pct] -clock clk0 $non_clock_inputs
set_output_delay [expr $clk_period * $clk_io_pct] -clock clk0 [all_outputs]
==> results.txt <==
Implementation run completed; key figures follow.

Yosys:
- In this run, the synthesized area fraction spent on adder and majority cells is recorded as 11.4%.
- The run gives the compound-gate portion of the synthesized area as 12.0%.
- The run puts the post-synth design cell area at 219 um2.
- In the Yosys report the total cell count is 19.
- The run puts the tally of yosys warning messages at 1.
- Yosys reports that the most numerous cell types are dfxtp_1, nor3b_1, ha_1.
- Per the synthesis report, the dominant area consumer among library cells is dfxtp_1.
- Yosys mapped the design onto 12 distinct sky130hd cell types.
- After synthesis, the cell types taking the most area are dfxtp_1, ha_1, nor3b_1.
- The run gives the part of the Yosys area used for sequential elements as 45.7%.
- The run gives the synthesized area divided by synthesized cell count as 11.5 um2.
- The run puts the post-synthesis sequential element count at 5.
- The run puts the area figure in the yosys stat output at 219 um2.
- The run gives the instance tally after logic synthesis as 19.
- Per the synthesis report, the single largest cell type by area occupies 45.7% of cell area.
- In this run, synthesis inferred 0 flip-flops with an integrated enable.
- The run gives the share of flip-flops with an asynchronous set or reset after synthesis as 0%.
- The run gives the dominant cell by count in the synthesized netlist as dfxtp_1.
- The run puts the xor-xnor portion of the synthesized cell area at 0%.
- The run gives the main logic family after synthesis as simple AND/OR/NAND/NOR gates.
- The run gives the post-synthesis mux area share as 0%.
- The run gives the primary flip-flop cell chosen by synthesis mapping as dfxtp_1.
- The cell-mix breakdown from Yosys lists the simple-gate area share as 29.1%.

Drt:
- The run puts the wire length after detailed routing at 676 um.
- The run gives the DRC violations left as 0.
- The first TritonRoute pass finished after 2 iterations.
- The run puts the starting DRC count in detailed routing at 2.
- The script logs the mean routed wire length per placed instance as 8.14 um.
- For this run, the script counts the antenna cells in the layout as 0.
- The run gives the post-detailed-route via-to-cell ratio as 2.73.
- The run puts the total via count in the routed design at 227.
- The run puts the post-route antenna net violation count at 0.

Finish:
- The run puts the area added between synthesis and finish at 115%.
- The run puts the number of inserted filler cells in the final layout at 403.
- The run gives the layout cell share with drive strength beyond 1 as 54.1%.
- The finished cells cover 472 um2.
- The run gives the share of the core filled with cells in the final layout as 13.8%.

CTS:
- Per the CTS log, the buffer count on the longest clock path is 2.
- Clock-pin slew was measured on the worst setup and hold paths at 0.04 ns.
- The run puts the number of sinks driven by the clock tree at 5.
- The run puts the hold buffer count at CTS at 0.
- The run gives the buffer cell driving the clock tree root as clkbuf_4.
- The run gives the number of levels in the clock H-tree as 1.
- The run puts the total CTS buffers at 3.
- The run gives the CTS tree as done.
- The run puts the insertion delay to the later sink of the worst-skew pair at 0.24 ns.

Place:
- The run gives the number of buffers inserted by port buffering as 7.
- The run gives the detailed placement HPWL as 514 um.
- The placement stage leaves a total instance area of 392 um2.
- The run puts the final estimated routing congestion in global placement at 0.638.
- The run puts the worst setup slack after placement at -0.389 ns.

Final timing:
- In this run the tightest slew margin relative to its limit is 82.5%.
- The run gives the time the final worst path needs with I/O delays and setup as 1.06 ns.
- The run puts the final worst-path setup slack at 0.0359 ns.
- The run puts the post-route clock period utilization at 96.7%.
- The run puts the number of hold violations in the final report at 0.
- The run gives the slew of the pin with the lowest slew margin as 0.261 ns.
- Max-slew check failures listed in the final report amount to 0.
- Endpoints with negative setup slack in the final report add up to 0.
- Between clock sinks in the finished design, the worst skew comes to 0.00499 ns.
- The run puts the setup TNS at 0 ns.
- Setup repair after global routing left no endpoint under its margin.
- The run gives the fmax as 940 MHz.

Worst setup path:
- The critical path's slowest stage uses the library cell clkdlybuf4s50_1.
- The run gives the largest fanout on the critical path as 5.
- On the worst path, the slowest cell contributes a delay of 0.61 ns.
- The run gives the data required time at the worst endpoint as 1.23 ns.
- The run puts the data arrival time of the critical path at 1.19 ns.
- The setup path with the least slack is of type in -> reg.
- The run gives the critical path startpoint category as a primary input.
- The run gives the endpoint kind of the worst setup timing path as a register.
- The report lists the cells along the critical path as clkdlybuf4s50_1 > inv_1 > a32o_1.

Floorplanning:
- The floorplan step records an initial core utilization of 6.41%.
- The run gives the width of the die as 80 um.
- 8 I/O pins were placed.
- The run puts the chip area at 6400 um2.
- The run gives the placeable core region as 3420 um2.
- The initialized floorplan defines 21 standard-cell rows.
- According to the floorplan report, the die height is 80 um.

Global routing:
- Entering global routing, the biggest net connects 6 pins.
- The run puts the total overflow reported by the global router at 0.
- The global routing report lists combined usage of all routing layers as 2.46%.
- The run gives the global-route wire length before repair as 1.20 mm.
- The run puts the number of global-route vias before repair at 251.
- The run gives the number of antenna violations at the first check in global routing as 0.

Run:
- The run gives the number of max-cap violations as 0.
- Across all stage logs, warnings added up to 26.

Pwr:
- The power report puts the leakage power at 0.198 nW.
- Total power for the finished layout comes to 0.483 mW.
- Across the VDD grid, the largest voltage drop is 0.748 mV.
- For this design the ratio of total power to cell area is 1020 nW/um2.

Min path:
- STA reports the tightest min-delay check as being of type in -> reg.

Run status:
- The flow ran to the end, and the final reports show no timing, DRC or antenna violations.
worst max-delay path, delay by kind of cell:
| kind | cells | cell delay (ns) |
|---|---|---|
| buffers and inverters | 2 | 0.71 |
| AND-OR/OR-AND | 1 | 0.26 |
report_power, final:
group | internal (mW) | leakage (nW) | total (mW) | switching, mW
sequential | 0.191 | 0.0425 | 0.197 | 0.00663
clock | 0.137 | 0.0150 | 0.210 | 0.0733
combinational | 0.0473 | 0.140 | 0.0755 | 0.0282
metrics by stage:
step / hold WS, ns / cells
finish: 0.409 / 83
global route: 0.433 / 83
CTS: 0.634 / 83
detailed placement: 0.625 / 78
global placement: 0.610 / 78
floorplan: 0.296 / 19
final timing paths:
path / startpoint / endpoint / slack, ns / cells after the start
setup / recovery: reset / count[3]$_SDFF_PP0_ / 0.04 / 3
setup reg to reg: count[2]$_SDFF_PP0_ / count[3]$_SDFF_PP0_ / 0.04 / 4
hold / removal: cin / count[0]$_SDFF_PP0_ / 0.41 / 3
hold reg to reg: count[0]$_SDFF_PP0_ / count[0]$_SDFF_PP0_ / 0.65 / 2
sequential cells by signal (all words and copies together) (netlist names):
| signal | count |
|---|---|
| count | 4 |
| co | 1 |
kinds of logic after synthesis:
group	after synthesis
adders and majority gates	2
and+or+nand+nor	8
DFF	5
AOI/OAI and AO/OA	3
buffers and inverters	1
layout make-up:
type	instances	area, um2	share of cell area [%]
Sequential cell	5	105	22.3
Multi-Input combinational cell	13	160	34.0
Clock buffer	4	26.3	5.57
Inverter	1	3.75	0.796
Timing Repair Buffer	14	119	25.2
Tap cell	46	57.6	12.2
repair_timing:
item                       in CTS  in global routing
setup endpoints to repair       7                  5
gates resized                  13                  5
gates cloned                    0                  0
pin swaps                       1                  2
setup buffers                   1                  0
metal layers:
metal | part of all wire (%) | vias to the layer above | global-route usage (%)
met1 | 51 | 104 | 3.14
met5 | 0 | - | 0
met4 | 0 | 0 | 0.176
met3 | 16 | 0 | 2.39
li1 | - | 111 | -
met2 | 33 | 12 | 2.97
cell usage in the layout, fill, tap and decap left out, types with 2 or more instances in the layout:
cell	instances
nor3b_2	2
clkbuf_4	3
buf_4	7
dfxtp_2	4
dlygate4sd2_1	5
ha_4	2
Power and IR drop assume default switching activity.
